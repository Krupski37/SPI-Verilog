<file path="./design.v">
module adder(  i_a, i_b,
                        o_sum, o_carry);
    parameter LEN = 4;
    input  logic signed [LEN-1:0] i_a, i_b;
    output logic signed [LEN-1:0] o_sum;
    output logic  [0:0] o_carry;
    always @(*)
    begin
        o_carry = '0;
        o_sum = i_a + i_b;
        if (i_a[LEN-1] == i_b[LEN-1]) begin
            if (o_sum[LEN-1] != i_a[LEN-1]) begin
                o_carry = '1;
            end
        end
    end
endmodule
module count_zeros (
    i_a,
    i_b,
    o_zeros,
	o_carry
);
parameter LEN = 4;
input logic signed [LEN-1:0] i_a, i_b;
output logic signed [LEN-1:0] o_zeros;
output logic [0:0] o_carry;
integer i;
logic signed [LEN-1:0]zeros;  
always @(*) begin
    zeros = '0;  
	o_carry = '0;
    for(i=0; i<LEN; i=i+1)begin  
		if(i_a[i]==0)begin
		zeros = zeros + 1'b1;
		end
		if(i_b[i]==0)begin
		zeros = zeros + 1'b1;
		end
	end
	{o_carry, o_zeros} = zeros;  
end
endmodule
module crc_eval(i_data, i_poly, i_crc, o_crc);
    parameter WCODE = 4;     
    parameter WPOLY = 4;
    input logic signed [WCODE-1:0]  i_data;
    input logic [WPOLY-1:0]  i_poly;
    input logic [WPOLY-2:0]  i_crc;
    output logic signed [WPOLY-1:0] o_crc;
    localparam LEN = WCODE+WPOLY-1;  
    integer i;
    logic [LEN-1:0] crc_tmp;   
    logic [LEN-1:0] poly_tmp;  
    always @(*)
    begin
        {o_crc, crc_tmp, poly_tmp}  = '0;
        crc_tmp     = {i_data, i_crc};
        poly_tmp    = {i_poly, {(WCODE-1){1'b0}}};
        for (i=WCODE-1; i >= 0; i--)
        begin : LOOP
            if (i_data[i] == 1'b1)
                    crc_tmp = crc_tmp ^ poly_tmp;
        poly_tmp = poly_tmp >> 1;
        end : LOOP
        o_crc = {1'b0, crc_tmp[WPOLY-2:0]};
    end
endmodule
module crc_coder(i_data, i_poly, i_crc, o_crc);
    parameter WCODE = 4;     
    parameter WPOLY = 5;
    input logic signed [WCODE-1:0]  i_data;
    input logic [WPOLY-1:0]  i_poly;
    input logic [WPOLY-2:0]  i_crc;
    output logic signed [WPOLY-2:0] o_crc;
    localparam LEN = WCODE+WPOLY-1;  
    integer i;
    logic [LEN-1:0] crc_tmp;   
    logic [LEN-1:0] poly_tmp;  
    always @(*)
    begin
        {o_crc, crc_tmp, poly_tmp}  = '0;
        crc_tmp     = {i_data, i_crc};
        poly_tmp    = {i_poly, {(WCODE-1){1'b0}}};
        for (i=WCODE-1; i >= 0; i--)
        begin : LOOP
            if (i_data[i] == 1'b1)
                    crc_tmp = crc_tmp ^ poly_tmp;
        poly_tmp = poly_tmp >> 1;
        end : LOOP
        o_crc = crc_tmp[WPOLY-2:0];
    end
endmodule
module exe_unit (
    i_oper,  
    i_argA,  
    i_argB,  
    o_result,  
    o_OF,  
    o_BF,  
    o_PF,  
	o_VF  
);
parameter N = 4;
parameter M = 4;  
localparam LEN = $clog2(M);
input logic [N-1:0] i_oper;
input logic [M-1:0] i_argA, i_argB;
output logic [M-1:0] o_result;
output logic [0:0] o_OF;
output logic [0:0] o_BF;
output logic [0:0] o_PF;
output logic [0:0] o_VF;
integer counter;
logic [M-1:0] nkb_code;  
logic [M-1:0] gray_code;  
logic [M-1:0] number_of_zeros;  
logic [M-1:0] crc_code;  
logic [M-1:0] crc_3;  
logic [M-1:0] u2_code;  
logic [M-1:0] sum;  
logic [0:0] overflow;  
logic [0:0] overflow_2;
integer i;
onehot2nkb_encoder #(.LEN(M))
					onehot
						(.i_onehot(i_argA), .o_nkb(nkb_code));
gray_koder2 #(.LEN(M))
					gray
						(.i_data(i_argA), .o_gray(gray_code));
count_zeros #(.LEN(M))
					zeros
						(.i_a(i_argA), .i_b(i_argB), .o_zeros(number_of_zeros), .o_carry(overflow_2));
crc_coder #(.WCODE(M), .WPOLY(M+1))
					crc4
						(.i_data(i_argA), .i_poly({1, i_argB[3], i_argB[2], i_argB[1], i_argB[0]}), .i_crc(4'b0000), .o_crc(crc_code));
crc_eval #(.WCODE(M), .WPOLY(M))
					crc3
						(.i_data(i_argA), .i_crc(3'b111), .i_poly({i_argB[3], i_argB[2], i_argB[1], i_argB[0]}), .o_crc(crc_3));
sm_to_u2 #(.LEN(M))
					u2sm
						(.i_a(i_argA), .o_u2code(u2_code));
adder #(.LEN(M))
					add
						(.i_a(i_argA), .i_b(i_argB), .o_sum(sum), .o_carry(overflow));
always @(*) begin : main  
	{o_OF, o_BF, o_PF, o_VF} = '0;
	counter = 0;
    case (i_oper)
        4'b0000: begin
					o_result = sum;
					o_VF = overflow;
				 end
        4'b0001: o_result = i_argA ~| i_argB;
        4'b0010: o_result = ~(i_argA & i_argB);
        4'b0011: o_result = i_argA << i_argB;
        4'b0100: o_result = i_argA >>> i_argB;
        4'b0101: o_result = gray_code;
        4'b0110: begin
					o_result = number_of_zeros;
					o_VF = overflow_2;
				 end	
        4'b0111: o_result = nkb_code;
		4'b1000: o_result = crc_code;
		4'b1001: o_result = crc_3;
	   	4'b1011: o_result = u2_code;
        default: o_result = '1;
    endcase
	if(o_result == '1) begin  
		o_OF = 1'b1;
	end
	for(i=0; i<M; i=i+1)begin  
		if(o_result[i] == 1)begin
			counter = counter + 1;
		end
	end
	if(counter == 1)begin
		o_BF = 1'b1;
	end
	counter = 0;
	for(i=0; i<M; i=i+1)begin
		if(o_result[i] == 1)begin
			counter = counter + 1;
		end
	end
	if(counter % 2 == 1)begin
		o_PF = 1'b1;
	end
end
endmodule
module gray_koder2 (i_data, o_gray);
    parameter LEN = 4;
    input  logic signed [LEN-1:0] i_data;
    output logic signed [LEN-1:0] o_gray;
    always @(*)
    begin
        if (i_data[LEN-1] == 1) begin  
            o_gray = '1;
        end else
        begin
            o_gray  = i_data ^ (i_data >> 1);
        end
    end
endmodule
module onehot2nkb_encoder(i_onehot, o_nkb);
    parameter LEN = 4;
    localparam BITS = $clog2(LEN);
    input logic signed [LEN-1:0] i_onehot;
    output logic signed [BITS-1:0] o_nkb;
    logic s_was1;
    integer i;
    always @(*)
    begin
        {o_nkb, s_was1}  = '0;
        for (i=0; i < LEN; i++)
        begin : LOOP
            if (i_onehot[i] == 1'b1)
                if (s_was1) o_nkb  = '1;
                else
                begin
                    s_was1 = '1;
                    o_nkb  = i;
                end
        end : LOOP
        if (!s_was1) o_nkb = '1;        
    end
endmodule
module sm_to_u2 (
    i_a,
    o_u2code
);
parameter LEN = 4;
input logic signed [LEN-1:0] i_a;
output logic signed [LEN-1:0] o_u2code;
logic signed [LEN-1:0] tmp;
always @(*) begin : main
    tmp = '0;
    if (i_a[LEN-1] == 0) begin
        o_u2code = i_a;
    end
    else begin
    tmp = ~(i_a);
    tmp = tmp + 1'b1;
    tmp[LEN-1] = 1;
    o_u2code = tmp;
    end
end
endmodule
module spi_exe_unit_1 (i_rst, i_sclk, i_mosi, o_miso, i_cs);
parameter BITS = 20;
input logic i_rst, i_sclk, i_mosi;
output logic o_miso;
input logic [2:0] i_cs;
localparam NUM = 12;  
localparam N = 4;
logic s_transfer;   
logic s_bit, s_bit_next;  
logic [N-1:0] reg_argA, reg_argB, reg_oper, reg_results,reg_flags;  
logic [N-1:0] s_argA_next,s_argB_next,s_oper_next,s_results_next,s_flags_next;
logic [N-1:0] s_results,s_flags;  
logic [BITS-1:0] s_wyniki;  
logic s_inter,  s_watchdog_we;  
logic s_wrt;
logic [BITS-1:0] s_data;
logic [N-1:0] s_state, s_state_next;  
localparam STATES_NUM = 4;
localparam  [$clog2(STATES_NUM)-1:0] 
                    STATE_READY     = 1, 
                    STATE_LOAD      = 2,
                    STATE_FLAGS      = 3,
                    STATE_SEND     = 4;
shifter #(.N(BITS))
    shift_out (
        .i_clk_p(i_sclk), 
        .i_rst_n(i_rst), 
        .i_bit(i_mosi),      
        .i_data(s_data),     
        .i_en(s_transfer),       
        .i_wrt(s_wrt),          
        .o_bit(s_bit_next),
        .o_data(s_wyniki)
    );
watchdog #(.N($clog2(NUM)+1))
    watchdog (
        .i_clk_p(i_sclk),
        .i_rst_n(i_rst),
        .i_cycles(BITS-1),
        .i_we(s_watchdog_we),
        .o_inter(s_inter)
    );
exe_unit #(.N(4),.M(4))
    exe_unit1 (
        .i_argA(reg_argA),
        .i_argB(reg_argB),
        .i_oper(reg_oper),
        .o_result(s_results),
        .o_OF(s_flags[0]),
        .o_BF(s_flags[1]),
        .o_PF(s_flags[2]),
        .o_VF(s_flags[3])
              );
always @(*)
begin
    s_transfer  = '0;
    s_wrt='0;
    s_data='0;
    s_watchdog_we='0;
    s_argA_next = reg_argA;
    s_argB_next = reg_argB;
    s_oper_next = reg_oper;
    s_results_next = reg_results;
    s_flags_next = reg_flags;
    o_miso = '0;
    s_state_next=s_state;
    case (s_state)
        STATE_READY: 
            begin
                if (i_cs==1)
                begin
                s_state_next = STATE_LOAD;
                s_watchdog_we = '1;
                s_transfer = '1;
                o_miso = s_bit;
                end
            end
        STATE_LOAD:
            begin
                o_miso = s_bit;
                s_watchdog_we = '0;
                s_argA_next = s_wyniki[19:16];
                s_argB_next = s_wyniki[15:12];
                s_oper_next = s_wyniki[11:8];
                s_results_next = s_wyniki[7:4];
                s_flags_next = s_wyniki[3:0];
                s_transfer = '1;
                if (s_inter)
                    s_state_next = STATE_FLAGS;
            end
        STATE_FLAGS:
            begin
                s_flags_next=s_flags;
                s_results_next=s_results;
                s_state_next=STATE_SEND;
            end
        STATE_SEND:
            begin
                s_wrt='1;
                s_transfer = '1;
                s_data ={reg_argA,reg_argB,reg_oper,reg_results,reg_flags};
                s_state_next=STATE_READY;
            end
            default:
            begin
                s_state_next=STATE_READY;
            end 
    endcase
end
always @(negedge i_sclk, negedge i_rst)  
begin
    if (!i_rst)
    begin
        s_state <= '1;
    end
    else
    begin
        s_state <= s_state_next;
    end
end
always @(negedge i_sclk, negedge i_rst)
begin
 if (!i_rst)
     s_bit <= 0;
 else
     s_bit <= s_bit_next;
end
always @(negedge i_sclk, negedge i_rst)
begin
    if(!i_rst)
        reg_argA <=0;
    else
        reg_argA <= s_argA_next;
end
always @(negedge i_sclk, negedge i_rst)
begin
 if (!i_rst)
     reg_argB <= 0;
 else
     reg_argB <= s_argB_next;
end
always @(negedge i_sclk, negedge i_rst)
begin
 if (!i_rst)
     reg_oper <= 0;
 else
     reg_oper <= s_oper_next;
end
always @(negedge i_sclk, negedge i_rst)
begin
 if (!i_rst)
     reg_results <= 0;
 else
     reg_results <= s_results_next;
end
always @(negedge i_sclk, negedge i_rst)
begin
 if (!i_rst)
     reg_flags <= 0;
 else
     reg_flags <= s_flags_next;
end
endmodule
 module shifter (i_clk_p, i_rst_n, 
                i_bit,       
                i_data,      
                i_en,        
                i_wrt,       
                o_data,      
                o_bit);      
parameter N = 20;
input logic [N-1:0] i_data;
input logic         i_clk_p, i_rst_n;
input logic         i_bit, i_en, i_wrt;
output logic        o_bit;
output logic [N-1:0] o_data;
logic [N-1:0] s_shifter, s_shifter_next;
always @(*)
begin
    o_data  = s_shifter;
    s_shifter_next  = s_shifter;
    o_bit = s_shifter[0];
    s_bit_next      = s_bit;
    if (i_en)
    begin
        if (i_wrt)
            s_shifter_next = i_data;
        else
        begin
           {s_shifter_next, s_bit_next} = {i_bit, s_shifter};
        end
    end
end
always @(posedge i_clk_p, negedge i_rst_n)
begin
    if (!i_rst_n)
      {s_shifter, s_bit}   <= '0;
    else
    begin
        s_shifter   <= s_shifter_next;
        s_bit       <= s_bit_next;
    end
end 
endmodule
module watchdog(i_clk_p, i_rst_n, 
                i_cycles, i_we, o_inter);
parameter N = 20;
input logic [N-1:0] i_cycles;            
input logic         i_clk_p, i_rst_n;
input logic         i_we;                
output logic        o_inter;
logic [N-1:0] s_count;       
logic [N-1:0] s_count_next;
logic [N-1:0] s_cycles;      
logic [N-1:0] s_cycles_next;
always_ff @(posedge i_clk_p, negedge i_rst_n)
begin
    if (!i_rst_n)
    begin
        s_count  <= '0;
        s_cycles <= '0;
    end
    else
    begin
        s_count  <= s_count_next;
        s_cycles <= s_cycles_next;
    end
end 
always @(*)
begin
    o_inter       = '0;
    s_cycles_next = s_cycles;
    s_count_next  = s_count;
    if (i_we)
    begin
        s_cycles_next = i_cycles;
        s_count_next  = i_cycles;
    end
    else
    begin
        if (s_count > 0)
            s_count_next = s_count - 1;
        else
        begin
            o_inter = 1'b1;
            s_count_next = s_cycles;
        end
    end
    if (s_cycles == '0)
        o_inter = 1'b0;
end
endmodule
</file>
<file path="./run.sh">
#!/bin/bash
# OpenROAD 26Q1-2900-gdf79404cd8, Yosys 0.63+post, stock flow scripts
make -C /OpenROAD-flow-scripts/flow DESIGN_CONFIG=/design/flow/config.mk WORK_HOME=/design/flow/orfs finish
</file>
<file path="./config.mk">
export PLATFORM = sky130hd
export DESIGN_NAME = spi_exe_unit_1
export DESIGN_NICKNAME = spi_exe_unit_1
export VERILOG_FILES = /design/flow/design.v
export SDC_FILE = /design/flow/constraint.sdc
export NUM_CORES = 4
export LEC_CHECK = 1
export CORE_UTILIZATION = 50
</file>
<file path="./constraint.sdc">
current_design spi_exe_unit_1

set clk_period 6.8
set clk_io_pct 0.2

create_clock -name clk0 -period $clk_period [get_ports {i_sclk}]

set non_clock_inputs [all_inputs -no_clocks]
set_input_delay [expr $clk_period * $clk_io_pct] -clock clk0 $non_clock_inputs
set_output_delay [expr $clk_period * $clk_io_pct] -clock clk0 [all_outputs]
</file>
==> impl_metrics.env <==
# yosys + openroad results
export IMPL_status="finished clean"
export IMPL_row_count=32
export IMPL_fp_util_pct=51.76
export IMPL_cp_depth=26
export IMPL_finClkSkew_ns=0.05334
export IMPL_die_height_um=91.67
export IMPL_hpwl_um=6453
export IMPL_tns_ns=0
export IMPL_critPathBufInv=2
export IMPL_syn_to_final_growth_pct=6.162
export IMPL_core_mm2=0.007767
export IMPL_antenna_found_initial=0
export IMPL_r2r_start="reg_argA[0]$_DFFE_NN0P_"
export IMPL_io_pins=7
export IMPL_ys_sh_xor_pct=8.777
export IMPL_top_layer="met4"
export IMPL_cts_tree="built"
export IMPL_flop_cell="dfrtp_1"
export IMPL_ys_sh_aoi_pct=16.90
export IMPL_chipArea_mm2=0.008402
export IMPL_dp_slack_ns=0.3977
export IMPL_yosys_cell_count_top_type="nand2_1"
export IMPL_post_cts_resized=0
export IMPL_ys_cells=457
export IMPL_ys_flops=52
export IMPL_top_cell_area_share_pct=16.18
export IMPL_h_tree_depth=2
export IMPL_grt_max_degree=42
export IMPL_cts_root_buf="clkbuf_8"
export IMPL_min_path_type="register to register"
export IMPL_crit_top_cell="ha_1"
export IMPL_yosys_top_cells_area="dfrtp_1, dfrtn_1, mux2i_1, ha_1, o21ai_0"
export IMPL_critPathSlowestCell="or4_1"
export IMPL_finalSetupViolations=0
export IMPL_drive_above_1_share_pct=10.38
export IMPL_timing_worst_setup_path_type="register to register"
export IMPL_cp_start_kind="register"
export IMPL_wl_per_cell_um=15.95
export IMPL_synth_avg_cell_area_um2=8.797
export IMPL_max_cap_violations=0
export IMPL_endpoint="reg_flags[1]$_DFFE_NN0P_"
export IMPL_rrSetupSlack_ns=0.37
export IMPL_rsz0062_at_grt="no"
export IMPL_wl_met2_um=3922
export IMPL_yosys_mux_area_fraction_pct=9.866
export IMPL_synthArstFlopShare_pct=100.0
export IMPL_cpPeakStageDelay_ns=0.52
export IMPL_edf_count=0
export IMPL_worstMarginPinSlew_ns=0.7107
export IMPL_ys_sh_simple_pct=19.23
export IMPL_grt_pass1_vias=3093
export IMPL_grt_pass1_wl_um=15730
export IMPL_met3_length_um=343
export IMPL_end_kind="register"
export IMPL_finalCriticalPeriod_ns=6.433
export IMPL_cts_hold_buf=0
export IMPL_netlist_cell_type_count=71
export IMPL_gp_congestion=0.8678
export IMPL_period_used_pct=94.61
export IMPL_critical_path_top_delay_family="simple AND/OR/NAND/NOR gates"
export IMPL_ys_top_cells_by_count="nand2_1, o21ai_0, nor2_1"
export IMPL_post_cts_buffers=0
export IMPL_n_antenna_cell=0
export IMPL_slew_headroom_pct=52.26
export IMPL_insertion_delay_ns=0.36
export IMPL_drtAntennaViolNets=0
export IMPL_ys_warn_count=18
export IMPL_route_layer_met1_wl_um=4510
export IMPL_warning_count=35
export IMPL_drc=0
export IMPL_cp_startpoint="reg_argA[0]$_DFFE_NN0P_"
export IMPL_drv_slew=0
export IMPL_critPathRequiredTime_ns=10.54
export IMPL_ys_chip_area_mm2=0.004020
export IMPL_max_freq_ghz=0.1554
export IMPL_grt_usage_pct=23.95
export IMPL_cts_buffers=5
export IMPL_drt_wl_total_um=8851
export IMPL_arrival_ns=10.18
export IMPL_cts_sinks=52
export IMPL_worst_path_max_fanout=8
export IMPL_synthTopLogicFamily="simple AND/OR/NAND/NOR gates"
export IMPL_dieWidth_um=91.67
export IMPL_num_vias=3183
export IMPL_drt_initial_drc_count=209
export IMPL_reg2regPathDepth=26
export IMPL_post_route_worst_setup_slack_ns=0.3669
export IMPL_syn_inst=457
export IMPL_syn_cell_area_mm2=0.004020
export IMPL_hold_violations=0
export IMPL_largest_area_cell="dfrtp_1"
export IMPL_via_per_inst=5.735
export IMPL_overflow=0
export IMPL_clk_path_buf_depth=2
export IMPL_clkTransAtPathRegs_ns=0.06
export IMPL_drtPass1Iterations=4
export IMPL_adder_share_pct=7.656
export IMPL_r2r_end="reg_flags[1]$_DFFE_NN0P_"
export IMPL_portBuffers=6
export IMPL_ys_seq_share_pct=32.40
[cell type report]
class / count / area [um2]
Tap cell: 102 / 127.6
Clock buffer: 5 / 68.82
Clock inverter: 4 / 46.29
Fill cell: 715 / 3500
Timing Repair Buffer: 16 / 130.1
Inverter: 19 / 76.32
Multi-Input combinational cell: 357 / 2516
Sequential cell: 52 / 1303
[flip-flops by register name, summed over array words and instances, names as in the netlist]
name,cells
s_bit,1
reg_argB,4
watchdog.s_count,5
reg_oper,4
s_state,5
reg_flags,4
reg_results,4
watchdog.s_cycles,1
reg_argA,4
shift_out.s_shifter,20
[metrics by stage]
step | cell area, um2 | hold slack [ns] | util [%] | std cells
after detailed placement | 4156 | 0.4530 | 53.51 | 547
final | 4268 | 0.4567 | 54.95 | 555
after floorplan | 4020 | 0.3119 | - | 457
after global placement | 4156 | 0.4479 | 53.51 | 547
after global routing | 4268 | 0.4821 | 54.95 | 555
after CTS | 4268 | 0.4560 | 54.95 | 555
[worst min path at each step]
stage	start	endpoint	slack, ns	cells after the start
global route	s_state[3]$_DFF_NN0_	s_state[3]$_DFF_NN0_	0.48	1
finish	s_state[3]$_DFF_NN0_	s_state[3]$_DFF_NN0_	0.46	1
CTS	s_state[3]$_DFF_NN0_	s_state[3]$_DFF_NN0_	0.46	1
[cells by family after synthesis]
kind of cell               after synthesis
other                                    1
adders and majority gates               24
buffers and inverters                   48
DFF                                     52
muxes                                   37
xor gates and xnor gates                31
AOI/OAI and AO/OA                      111
and+or+nand+nor                        153
[per-layer routing]
layer | vias up | track usage (%)
met5 | - | 0
met4 | 0 | 2.778
met3 | 8 | 2.363
met2 | 55 | 35.53
met1 | 1522 | 40.40
li1 | 1598 | -
[layout by cell type, fill, tap and decap left out, types with 3 or more instances in the layout]
cell type | Yosys | routed
a211oi_1 | 8 | 8
a21oi_1 | 16 | 16
a22oi_1 | 3 | 3
a31oi_1 | 9 | 9
and3_1 | 3 | 3
buf_4 | 0 | 10
clkbuf_8 | 0 | 5
clkdlybuf4s50_1 | 0 | 5
dfrtn_1 | 25 | 25
dfrtp_1 | 26 | 26
ha_1 | 23 | 23
inv_1 | 15 | 15
inv_2 | 3 | 3
mux2_2 | 4 | 4
mux2i_1 | 30 | 30
nand2_1 | 58 | 58
nand2b_1 | 9 | 9
nand3_1 | 8 | 8
nand4_1 | 3 | 3
nor2_1 | 32 | 31
nor2_2 | 2 | 3
nor2b_1 | 17 | 17
nor3_1 | 5 | 5
o211ai_1 | 3 | 3
o21ai_0 | 48 | 48
o31ai_1 | 4 | 4
xnor2_1 | 15 | 15
xor2_1 | 9 | 9
